## /design/flow/constraint.sdc

```tcl
current_design DE10_LITE_Golden_Top

set clk_period 2.3
set clk_io_pct 0.2

create_clock -name clk0 -period $clk_period [get_ports {MAX10_CLK1_50}]

set non_clock_inputs [all_inputs -no_clocks]
set_input_delay [expr $clk_period * $clk_io_pct] -clock clk0 $non_clock_inputs
set_output_delay [expr $clk_period * $clk_io_pct] -clock clk0 [all_outputs]
```

## /design/flow/config.mk

```make
export PLATFORM = sky130hd
export DESIGN_NAME = DE10_LITE_Golden_Top
export DESIGN_NICKNAME = DE10_LITE_Golden_Top
export VERILOG_FILES = /design/flow/design.v
export SDC_FILE = /design/flow/constraint.sdc
export NUM_CORES = 4
export LEC_CHECK = 1
export CORE_UTILIZATION = 40
```

## /design/flow/design.v

```verilog
module DE10_LITE_Golden_Top(
	input 		          		ADC_CLK_10,
	input 		          		MAX10_CLK1_50,
	input 		          		MAX10_CLK2_50,
	output		    [12:0]		DRAM_ADDR,
	output		     [1:0]		DRAM_BA,
	output		          		DRAM_CAS_N,
	output		          		DRAM_CKE,
	output		          		DRAM_CLK,
	output		          		DRAM_CS_N,
	inout 		    [15:0]		DRAM_DQ,
	output		          		DRAM_LDQM,
	output		          		DRAM_RAS_N,
	output		          		DRAM_UDQM,
	output		          		DRAM_WE_N,
	output		     [7:0]		HEX0,
	output		     [7:0]		HEX1,
	output		     [7:0]		HEX2,
	output		     [7:0]		HEX3,
	output		     [7:0]		HEX4,
	output		     [7:0]		HEX5,
	input 		     [1:0]		KEY,
	output		     [9:0]		LEDR,
	input 		     [9:0]		SW,
	output		     [3:0]		VGA_B,
	output		     [3:0]		VGA_G,
	output		          		VGA_HS,
	output		     [3:0]		VGA_R,
	output		          		VGA_VS,
	output		          		GSENSOR_CS_N,
	input 		     [2:1]		GSENSOR_INT,
	output		          		GSENSOR_SCLK,
	inout 		          		GSENSOR_SDI,
	inout 		          		GSENSOR_SDO,
	inout 		    [15:0]		ARDUINO_IO,
	inout 		          		ARDUINO_RESET_N,
	inout 		    [35:0]		GPIO
);
wire [3:0] user_digit1;           
wire [3:0] user_digit2;           
wire user_verify;                 
wire [6:0] display_segments[5:0];  
wire correct;                     
wire [5:0] leds_output;           
input_handling user_input_handler (
    .clk(MAX10_CLK1_50),          
    .switches(SW[9:0]),           
    .enter_button(KEY[1]),        
    .digit1(user_digit1),         
    .digit2(user_digit2),         
    .verify(user_verify)          
);
chess_puzzle_logic puzzle_logic_inst (
    .clk(MAX10_CLK1_50),            
    .user_digit1(user_digit1),      
    .user_digit2(user_digit2),      
    .verify(user_verify),           
    .display_digit0(display_segments[0]),  
    .display_digit1(display_segments[1]),  
    .display_digit2(display_segments[2]),  
    .display_digit3(display_segments[3]),  
    .correct(correct),              
    .leds(leds_output)              
);
seven_seg_display_driver disp_drv0 (
    .binary_input(display_segments[0]),    
    .display(HEX5)                         
);
seven_seg_display_driver disp_drv1 (
    .binary_input(display_segments[1]),    
    .display(HEX4)                         
);
seven_seg_display_driver disp_drv2 (
    .binary_input(display_segments[2]),    
    .display(HEX3)                         
);
seven_seg_display_driver disp_drv3 (
    .binary_input(display_segments[3]),    
    .display(HEX2)                         
);
seven_seg_display_driver disp_drv4 (
    .binary_input(user_digit1),    
    .display(HEX1)                 
);
seven_seg_display_driver disp_drv5 (
    .binary_input(user_digit2),    
    .display(HEX0)                 
);
assign LEDR[5:0] = leds_output;
endmodule
module chess_puzzle_logic(
    input clk,                          
    input [3:0] user_digit1,            
    input [3:0] user_digit2,            
    input verify,                       
    output reg [4:0] display_digit0,    
    output reg [4:0] display_digit1,    
    output reg [4:0] display_digit2,    
    output reg [4:0] display_digit3,    
    output reg [4:0] leds,              
    output reg correct                  
);
    reg [7:0] puzzle_answers[5:0];     
    reg [23:0] puzzle_views[5:0];      
    reg [2:0] current_puzzle;          
    reg verify_prev = 1;               
    reg state = 0;  
    initial begin
        puzzle_answers[1] = 8'b01001010;  
        puzzle_views[1] = 16'b0110101100101001;  
        puzzle_answers[2] = 8'b00111001;  
        puzzle_views[2] = 16'b0101101000011000;  
        puzzle_answers[3] = 8'b00111011;  
        puzzle_views[3] = 16'b0010101001011101;  
        puzzle_answers[4] = 8'b00001100;  
        puzzle_views[4] = 16'b0100100000101010;  
        puzzle_answers[5] = 8'b01101001;  
        puzzle_views[5] = 16'b0010110101111001;  
        puzzle_answers[0] = 8'b00101100;  
        puzzle_views[0] = 16'b0101110001001100;  
        current_puzzle = 0;
        leds = 6'b000000;  
    end
always @(posedge clk) begin
    verify_prev <= verify;
    if (verify_prev && ~verify) begin
        if (state == 0) begin
            if (user_digit1 == puzzle_answers[current_puzzle][3:0] && 
                user_digit2 == puzzle_answers[current_puzzle][7:4]) begin
                correct <= 1;
                leds[current_puzzle == 0 ? 5 : current_puzzle - 1] <= 1;  
            end else begin
                correct <= 0;
                leds[current_puzzle == 0 ? 5 : current_puzzle - 1] <= 0;  
            end
            state <= 1;  
        end else begin
            state <= 0;
            current_puzzle <= (current_puzzle == 5) ? 0 : current_puzzle + 1;
            if (current_puzzle == 0) leds <= 6'b000000;  
        end
    end
        if (state == 0) begin
            display_digit0 <= puzzle_views[current_puzzle][3:0];    
            display_digit1 <= puzzle_views[current_puzzle][7:4];    
            display_digit2 <= puzzle_views[current_puzzle][11:8];   
            display_digit3 <= puzzle_views[current_puzzle][15:12];  
        end else begin
if (correct) begin
    display_digit0 <= 7'b10010;  
    display_digit1 <= 7'b01000; 
    display_digit2 <= 7'b00100; 
    display_digit3 <= 7'b00100; 
end else begin
    display_digit0 <= 7'b01101;  
    display_digit1 <= 7'b01000; 
    display_digit2 <= 7'b10000; 
    display_digit3 <= 7'b10001; 
end
        end
    end
endmodule
module input_handling(
    input clk,                    
    input [9:0] switches,         
    input enter_button,           
    output reg [3:0] digit1,      
    output reg [3:0] digit2,      
    output reg verify             
);
    reg toggle_state = 0;         
    reg enter_button_prev = 1;    
    always @(posedge clk) begin
        toggle_state <= switches[9];
        if (toggle_state) begin
            digit2 <= switches[3:0];  
        end else begin
            digit1 <= switches[3:0];  
        end
        if (enter_button_prev && ~enter_button) begin
            verify <= 1;  
        end else begin
            verify <= 0;  
        end
        enter_button_prev <= enter_button;  
    end
endmodule
module seven_seg_display_driver(
    input [4:0] binary_input,  
    output reg [6:0] display   
);
    always @(*) begin
        case(binary_input)
            5'b00000: display = 7'b1111001;  
            5'b00001: display = 7'b0100100;  
            5'b00010: display = 7'b0110000;  
            5'b00011: display = 7'b0011001;  
            5'b00100: display = 7'b0010010;  
            5'b00101: display = 7'b0000010;  
            5'b00110: display = 7'b1111000;  
            5'b00111: display = 7'b0000000;  
            5'b01000: display = 7'b0001000;  
            5'b01001: display = 7'b0000011;  
            5'b01010: display = 7'b1000110;  
            5'b01011: display = 7'b0100001;  
            5'b01100: display = 7'b0000110;  
            5'b01101: display = 7'b0001110;  
            5'b01110: display = 7'b0010000;  
            5'b01111: display = 7'b0001001;  
				5'b10000: display = 7'b1001111;  
            5'b10001: display = 7'b1000111;  
            5'b10010: display = 7'b0001100;  
            default: display = 7'b1111111;  
        endcase
    end
endmodule
```

## /design/flow/run.sh

```bash
#!/bin/bash
# OpenROAD 26Q1-2900-gdf79404cd8, Yosys 0.63+post, stock flow scripts
make -C /OpenROAD-flow-scripts/flow DESIGN_CONFIG=/design/flow/config.mk WORK_HOME=/design/flow/orfs finish
```

==> notes.md <==
Notes on the physical design

Entering global routing, the biggest net connects 22 pins. The final routed wirelength across all metal layers is 7.51 mm. The buffer depth of the longest clock path is 2. The vias per cell is 4.82. Detailed placement reports a standard cell area of 4840 um^2. For the final database, setup skew stands at 0.00811 ns. Per the cell usage report, the commonest logic cells after layout are conb_1 (50), buf_4 (49), clkdlybuf4s50_1 (41). The chip height is 102 um.

The main area contributors are dfxtp_1 (19%), edfxtp_1 (14%), ha_1 (12%), buf_4 (9.4%), o21ai_0 (4.1%). In this run, placement finished with an instance count of 657. The final non-filler cell area is 5250 um^2. Per the detail_route log, met2 wirelength is 3.57 mm. The share of the core area taken by cells at floorplan is 41.0%. The synthesis area per yosys is 3990 um^2. For this design the top-level I/O count stands at 185.

The initial detailed-routing violation count is 135. OpenROAD emitted warnings numbering 136. The critical path's largest stage delay is 0.53 ns.

The highest attainable clock frequency is 0.370 GHz. The number of maximum-capacitance constraint violations is 0. The first-pass GRT wire length is 12.8 mm.

Listed in order, past its start point the critical path passes buf_6, or4_4, nand3_4, inv_2, ha_4, and4b_1, a22oi_2, buf_4, o41ai_4, a21oi_2. The synthesized design contains 18 enable-type register cells. Antenna repair during routing inserted a diode count of 0.

The cell taking the most area after synthesis is dfxtp_1. Max fanout on the critical path was recorded as 5. The clock sink count is 56.

The critical path arrival is 2.76 ns. The area of the core is 9730 um^2. Yosys reported a register bit count of 56. The average footprint of a synthesized cell is 9.01 um^2. The area of the die is 10400 um^2. Detailed placement ended at an HPWL of 5.66 mm.

The width of the die is 102 um. The normalized max-slew margin is 65.2%. The global-route total usage across every layer is 15.4%. In the final layout, the share of cells above drive strength 1 is 25.7%. The last weighted congestion value of the routability-driven placer is 0.895. The count of endpoints without a timing constraint is 71.

The pin closest to its max-slew limit shows a slew of 0.522 ns. The worst setup path is captured at a register. The Yosys warning count is 56. The sequential share of power is 52.5%. Buffers inserted to repair hold after CTS numbered 0. The routed design could run at a clock period as short as 2.70 ns. Setup slack on the critical path of the routed design comes to -0.401 ns. The checks that failed: setup timing.

According to the report, the first pass of detailed routing completed in 4 iterations. The analysis attributes to cell leakage a power of 2.31 nW. The end-of-flow timing check tallies setup violations at 5. The clock insertion delay at the later pin of the skew report is 0.30 ns. After synthesis the cells add up to 3990 um^2. The detailed-route wire length per cell is 11.2 um.

The power report attributes to the clock group a share of 25.3%. The internal power is 1.58 mW. The hold violation count in the final report is 0. The detailed router placed 3231 vias in this run. The cell type of the slowest stage on the worst timing path is or4_4.

Hold is met by 0.351 ns. After the flow finishes, the layout carries non-filler instances totaling 671. The power density over the cells is 407 nW/um^2. The cell sitting at the root of the clock tree is a clkbuf_8. The script computed the net switching share of total power as 26.2%.

TritonCTS created 5 clock buffers. The fraction of synthesized cell area taken by the top area cell type is 19.1%. The number of routed nets with antenna violations is 0.

During placement, the flow inserted port buffers numbering 53. The clock tree synthesis step divided the H-tree into 2 levels. The clock-pin transition on the worst setup and hold timing paths is 0.10 ns. The sort of element at the start of the critical path is a register. The class of the most critical setup path is reg -> reg.

The global-route congestion overflow total is 0. In the synthesized netlist the async set-or-reset flop fraction comes to 0%. The net switching power is 560 uW. The cell row count is 36. Of the available clock period, the critical path in the final layout requires 117%. Pins over their slew limit in the final report were tallied at 0. The number of antenna violations at the first check in global routing came to 0. The predominant post-synthesis flop cell is dfxtp_1. The endpoint required time on the critical path is 2.36 ns. The number of buffers and inverters on the critical path is 3. The residual DRC count is 0. The worst IR drop on VDD is 305 uV. The flow ran to the end, but the final reports show violations. The top logic cell by instance count in the layout is conb_1. The CTS tree is yes. The sum of routed wire segments on met1 is 3.61 mm. The number of cells produced by synthesis is 443. Setup repair after global routing could not meet its margin everywhere.

The aggregate negative setup slack is -1.22 ns. The kind of cell with the highest combined delay on the critical path is simple AND/OR/NAND/NOR gates. The tally of unique sky130hd cells used after synthesis is 66. Per the run report, area growth between synthesis and finish was 31.5%.

The wire length on met3 is 287 um. The part of the Yosys area used for sequential elements is 32.6%. The min-delay analysis places its worst path in the category reg -> reg. Counting the fill cells in the layout gives 855.

In the Yosys report the total cell count is 443. The number of global-route vias before repair is 2880. The highest layer touched by signal routing is met4. The proportion of power drawn by combinational gates is 22.2%.
-- routing by layer --
metal	vias to the layer above	global-route usage (%)
met5	-	0
met4	0	1.54
met3	4	2.16
met2	69	26.1
met1	1514	22.2
li1	1644	-
-- area by class of cell --
type                       instances  area, um^2  area share [%]
timing repair buffer             105         945            18.0
clock inverter                     3        21.3           0.405
tap                              133         166            3.17
multi-input combinational        334        2570            49.0
clock buffer                       5        68.8            1.31
sequential                        56        1320            25.1
inverter                          35         155            2.96
-- state kept, by name, summed over array words and instances (netlist names) --
| register | flops |
|---|---|
| user_input_handler.digit1 | 4 |
| user_input_handler.verify | 1 |
| puzzle_logic_inst.verify_prev | 1 |
| disp_drv4.display | 7 |
| puzzle_logic_inst.state | 1 |
| user_input_handler.digit2 | 4 |
| puzzle_logic_inst.display_digit2 | 4 |
| puzzle_logic_inst.display_digit3 | 4 |
| user_input_handler.toggle_state | 1 |
| disp_drv1.display | 7 |
| disp_drv5.display | 7 |
| puzzle_logic_inst.display_digit0 | 5 |
| puzzle_logic_inst.correct | 1 |
| puzzle_logic_inst.current_puzzle | 3 |
| user_input_handler.enter_button_prev | 1 |
| puzzle_logic_inst.leds | 5 |
-- power by group through the flow --
stage / Combinational (mW) / Sequential [mW] / Clock (mW)
after global routing: 0.539 / 1.13 / 0.610
final: 0.474 / 1.12 / 0.541
after CTS: 0.467 / 1.12 / 0.576
-- repair_timing --
item,4_1_cts,5_1_grt
cloned,0,0
buffers inserted,4,2
setup endpoints to repair,18,19
pin swaps,18,15
endpoints found under the hold margin,0,0
resized,56,27
-- stage by stage --
step / setup WS [ns] / util (%) / total power, mW
2_1_floorplan: -0.423 / - / 1.43
3_3_place_gp: -0.367 / 49.8 / 1.59
3_5_place_dp: -0.387 / 49.8 / 1.59
4_1_cts: -0.411 / 52.8 / 2.17
5_1_grt: -0.488 / 53.9 / 2.28
6_report: -0.401 / 53.9 / 2.14
-- path summary, 6_finish.rpt --
kind                                  startpoint                             to  slack, ns  cells past startpoint
max          puzzle_logic_inst.current_puzzle[0]      puzzle_logic_inst.leds[2]      -0.40                     10
min                    user_input_handler.verify  puzzle_logic_inst.verify_prev       0.35                      0
max reg2reg  puzzle_logic_inst.current_puzzle[0]      puzzle_logic_inst.leds[2]      -0.40                     10
min reg2reg            user_input_handler.verify  puzzle_logic_inst.verify_prev       0.35                      0
-- kinds of logic (layout without fill, tap and decap cells) --
kind of cell / Yosys count / count (layout) / synth area share, %
AND-OR/OR-AND: 109 / 109 / 18.0
XOR/XNOR: 4 / 4 / 0.878
buffers and inverters: 102 / 148 / 15.5
other: 1 / 50 / 0.0940
multiplexers: 21 / 21 / 6.21
AND/OR/NAND/NOR: 111 / 111 / 14.5
flip-flops: 56 / 56 / 32.6
adder cells (fa/ha/maj): 39 / 39 / 12.2
-- synthesized netlist by cell type (all sizes together), types with 4 or more instances --
cell type,n
inv,33
mux2,4
nor3,5
nand4,5
a21oi,25
nand2,30
a22o,4
o21ai,36
mux2i,15
clkbuf,9
dfxtp,38
ha,39
nor2,31
buf,58
a31oi,14
nand3,7
nor2b,4
and2,5
a21o,4
edfxtp,18
nand2b,8
nand3b,4
Power and IR drop assume default switching activity.
